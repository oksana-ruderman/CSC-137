**flow/run.sh**
```bash
#!/bin/bash
# OpenROAD 26Q1-2900-gdf79404cd8, Yosys 0.63+post, stock flow scripts
make -C /OpenROAD-flow-scripts/flow DESIGN_CONFIG=/design/flow/config.mk WORK_HOME=/design/flow/orfs finish
```
**flow/config.mk**
```make
export PLATFORM = sky130hd
export DESIGN_NAME = addsub
export DESIGN_NICKNAME = addsub
export VERILOG_FILES = /design/flow/design.v
export SDC_FILE = /design/flow/constraint.sdc
export NUM_CORES = 4
export LEC_CHECK = 1
export CORE_AREA = 10 10 70 70
export DIE_AREA = 0 0 80 80
```
**flow/constraint.sdc**
```tcl
current_design addsub

set clk_period 4.2
set clk_io_pct 0.2

create_clock -name clk0 -period $clk_period

set non_clock_inputs [all_inputs -no_clocks]
set_input_delay [expr $clk_period * $clk_io_pct] -clock clk0 $non_clock_inputs
set_output_delay [expr $clk_period * $clk_io_pct] -clock clk0 [all_outputs]
```
**flow/design.v**
```verilog
module inv8
(
  input [7:0] b,
  input m,
  output reg [7:0] e
);
always @* begin
  if (m ==1)begin
     if ( b[0] ==0) begin
        e[0] = 1;
     end else begin
        e[0] = 0;
     end
     if(b[1] ==0) begin
        e[1] = 1;
     end else begin
        e[1] = 0;
     end
     if(b[2] == 0) begin
        e[2] =1;
     end else begin
        e[2] = 0;
     end
     if (b[3] ==0) begin
        e[3] = 1;
     end else begin
        e[3] = 0;
     end
     if(b[4] ==0) begin
        e[4] = 1;
     end else begin
        e[4] = 0;
     end
     if(b[5] == 0) begin
        e[5] = 1;
     end else begin
        e[5] = 0;
     end
     if(b[6] == 0) begin
        e[6] = 1;
     end else begin
        e[6] = 0;
     end
     if(b[7] == 0) begin
        e[7] = 1;
     end else begin
        e[7] = 0;
     end
   end else begin
        e = b;
   end
end
endmodule
module pgu2 
(
 input [1:0] a, b,
 output [1:0]  p, g
);
xorgate xor1 (a[0], b[0], p[0]);
and a1 (g[0], a[0], b[0]);
xorgate xor2 (a[1], b[1], p[1]);
and a2 ( g[1], a[1], b[1]);
endmodule
module cgu2 
(
  input [1:0] p, g,
  input ci,
  output [1:0] c
);
assign c[0] = (p[0] | g[0]) & (g[0] | ci);
assign c[1] = (g[1]) | (g[0] & p[1]) | (p[1] & p[0] & ci);
endmodule
module su2
(
  input [1:0] p,c,
  output [1:0] s
);
xorgate xor3 ( p[0], c[0], s[0] );
xorgate xor4 ( p[1], c[1], s[1] );
endmodule
module cla2 
(
  input [1:0]  a,b,
  input ci,
  output [1:0] s,
  output co1, co0
);
  wire [1:0] c, p, g;
assign co0 = c[0];
assign co1 = c[1];
pgu2 pgu2(a, b, p, g);
cgu2 cgu2(p, g, ci, c);
su2 su2(p, {c[0], ci}, s);
endmodule
module cla8 
(
 input [7:0] a, b,
 input ci,
 output [7:0] s,
 output c6, c7
);
wire [7:0] c;
assign c6 = c[6];
assign c7 = c[7];
cla2 cla3( a[1:0], b[1:0], ci, s[1:0], c[1], c[0]);
cla2 cla4(a[3:2], b[3:2], c[1], s[3:2], c[3], c[2]);
cla2 cla5(a[5:4], b[5:4], c[3], s[5:4], c[5], c[4]);
cla2 cla6(a[7:6], b[7:6], c[5], s[7:6], c[7], c[6]);
endmodule
module xorgate
(
  input  a,b,
  output  out
);
wire not1, not2, out1, out2;
not nota( not1, a);
not notb( not2, b);
nor nor1( out1, a, b);
nor nor2( out2, not2, not1);
nor nor3( out, out1, out2 );
endmodule
module addsub
(
   input [7:0] a, b,
   input m,
   output [7:0] s,
   output ovf
);
wire [7:0] e;
wire c7, c6;
inv8 inv1(b,m,e);
cla8 cla8a(a, e, m, s, c7, c6);
xorgate xor4(c6, c7, ovf);
endmodule
```
==> impl_metrics.csv <==
group,metric,value,unit
drt,drc,0,
synth,synth_warnings,1,
critical_path,worstPathRequired,3.36,ns
status,status,"complete, no violations",
pwr,finalPower,0.0001965,W
critical_path,endpoint_kind,"output port",
layout,regArea,0,sq um
hold_path,hold-path-endpoint,"s[2]",
global_route,grt_max_degree,9,
drt,drtIter0Drc,11,
global_route,grt_first_pass_wirelength,2.373,mm
drt,viasPerCell,3.589,
critical_path,cp.arrival,3.25,ns
hold_path,holdPathStages,3,
critical_path,cp.depth,12,
final_timing,worst_slack,0.1105,ns
layout,ff_count,0,
final_timing,post-route-min-period,4.090,ns
final_timing,relSlewSlack,79.97,%
placement,dp_hpwl,1.253,mm
placement,numPortBuffers,26,
synth,yosys.area.top_type,"ha_1",
pwr,power_density,190.6,mW/mm^2
critical_path,start_kind,"input port",
synth,yosys_cells,63,
floorplanning,core,0.003416,sq mm
synth,synthDistinctLibCells,20,
run,cap_violations,0,
synth,synth_cells,63,
critical_path,path_class,"input port to output port",
drt,first_pass_iters,3,
critical_path,cp_num_buf_inv,2,
final_timing,worst_pin_slew,0.2973,ns
layout,drive_gt1_share,40.00,%
global_route,overflow,0,
global_route,gr-usage-all-layers,4.455,%
drt,wl_per_cell,10.03,um
layout,num-fill-cells,352,
critical_path,worstPathCellList,"dlygate4sd2_1 -> xor2_1 -> ha_1 -> a21oi_2 -> a211oi_2 -> or2_4 -> fa_2 -> nand2b_4 -> o21ai_1 -> a311oi_2 -> o311ai_2 -> buf_2",
layout,syn_to_final_growth,92.52,%
drt,antenna-diode-count,0,
hold_path,hold_path_startpoint,"a[2]",
run,warnings,38,
final_timing,setup_viol,0,
synth,seq_area_frac_synth,0,%
critical_path,cp_max_fo,3,
critical_path,crit_family,"AND-OR/OR-AND gates",
drt,antenna_left,0,
synth,syn_area_per_cell,8.500,sq um
critical_path,crit_slowest_cell,"fa_2",
final_timing,slew_violations,0,
critical_path,cp_slowest_stage_delay,0.41,ns
global_route,antenna_found_initial,0,
placement,place_ws,-0.6060,ns
floorplanning,fp.dieH,80,um
layout,layout.area.comb,505.5,sq um
pwr,vdd_ir_drop_max,0.05042,mV
placement,gp_congestion,0.7231,
drt,totalWireLength,1.515,mm
synth,synth_area,535.5,sq um
global_route,grt_pass1_vias,538,
pwr,p_leak,0.5035,nW
floorplanning,ios,26,
synth,synthTopCellsByCount,"12 x xor2_1, 11 x ha_1, 8 x buf_4, 8 x inv_1",
final_timing,finalCritPeriodShare,97.37,%
synth,ys_top_cells_by_area,"ha_1 26%, xor2_1 20%, fa_1 11%, buf_4 11%, inv_1 5.6%",
hold_path,hold_class,"input port to output port",
floorplanning,num_rows,21,
synth,yosys-stat-area,535.5,sq um
synth,synth_top_area_share,25.70,%
layout,clockBufferCount,0,
floorplanning,chip_area,0.006400,sq mm
critical_path,cp-startpoint,"b[1]",
drt,via_count,542,
final_timing,fmax,0.2445,GHz
synth,synthMostInstantiatedCell,"xor2_1",
final_timing,finalHoldViolCount,0,
floorplanning,die_x,80,um
floorplanning,fp_util,15.68,%
[layer usage]
metal,GRT usage (%),vias up,wire [um]
li1,-,284,-
met1,6.016,243,684
met2,7.063,15,678
met3,1.591,0,152
met4,0,0,0
met5,0,-,0
[placed cells by master (no fill, tap or decap)]
master and n:
nand2_1 1, nand3_2 1, ha_1 10, buf_4 24, buf_6 1, dlygate4sd2_1 7, nand2_2 2, a211oi_2 1
o21ai_0 1, o2111ai_1 1, nor3_1 1, xnor2_1 1, a21oi_2 3, mux2i_1 1, xor2_1 10, o311ai_2 1
clkdlybuf4s50_1 15, fa_1 2, xor2_2 2, ha_4 1, nand2b_4 1, nand2b_1 1, fa_2 1, dlymetal6s2s_1 2
a311oi_2 1, inv_1 8, buf_2 2, or2_4 1, o21ai_1 2
[logic make-up (layout without fill, tap and decap cells)]
family | after synthesis | after routing | share of synthesized area [%]
XOR/XNOR | 13 | 13 | 21.26
adder cells (fa/ha/maj) | 14 | 14 | 36.92
buffers and inverters | 17 | 59 | 17.76
AND/OR/NAND/NOR | 8 | 8 | 7.475
multiplexers | 1 | 1 | 1.869
AND-OR/OR-AND | 10 | 10 | 14.72
[area by class of cell]
class              instances  share of cell area [%]
repair buffers            51                   42.48
inverters                  8                   2.913
well taps                 46                   5.583
multi-input cells         46                   49.03
[worst max path at each step]
stage	endpoint	slack (ns)
5_1_grt	ovf	-0.003
4_1_cts	ovf	0.003
6_report	ovf	0.11
[per-stage QoR]
| step | TNS, ns | hold slack, ns | instance area [sq um] | util (%) | instances |
|---|---|---|---|---|---|
| 2_1_floorplan | 0 | 1.903 | 535.5 | - | 63 |
| 3_3_place_gp | -0.9639 | 2.798 | 885.9 | 25.93 | 139 |
| 3_5_place_dp | -1.003 | 2.810 | 885.9 | 25.93 | 139 |
| 4_1_cts | 0 | 2.554 | 982.2 | 28.75 | 149 |
| 5_1_grt | -0.003087 | 2.570 | 1031 | 30.18 | 151 |
| 6_report | 0 | 2.502 | 1031 | 30.18 | 151 |
[power breakdown]
part / internal, W / switching (W) / leakage (nW) / total, W
logic: 0.000127 / 0.0000693 / 0.504 / 0.000197
registers: 0 / 0 / 0 / 0
clock network: 0 / 0 / 0 / 0
[timing repair]
action | 4_1_cts | 5_1_grt
pin swaps | 18 | 2
buffers inserted | 10 | 2
gates cloned | 0 | 0
hold buffers | 0 | 0
gates resized | 24 | 6
setup endpoints to repair | 4 | 1
No activity file was given, so power comes from the tool's default toggle rates.
