**flow/config.mk**
```make
export PLATFORM = sky130hd
export DESIGN_NAME = controler
export DESIGN_NICKNAME = controler
export VERILOG_FILES = /design/flow/design.v
export SDC_FILE = /design/flow/constraint.sdc
export NUM_CORES = 4
export LEC_CHECK = 1
export CORE_AREA = 10 10 70 70
export DIE_AREA = 0 0 80 80
```
**flow/constraint.sdc**
```tcl
current_design controler

set clk_period 1.4
set clk_io_pct 0.2

create_clock -name clk0 -period $clk_period [get_ports {clk}]
create_clock -name clk1 -period $clk_period [get_ports {reset}]

set non_clock_inputs [all_inputs -no_clocks]
set_input_delay [expr $clk_period * $clk_io_pct] -clock clk0 $non_clock_inputs
set_output_delay [expr $clk_period * $clk_io_pct] -clock clk0 [all_outputs]
```
**flow/design.v**
```verilog
module nsgsc
(
  input start, mode,
  input [1:0] q,
  output reg [1:0] d
);
parameter start0 = 2'b00,
          start1 = 2'b01,
          start2 = 2'b10,
          finish = 2'b11;
always@(*)
begin
    casex(q)
        start0:  
                if(start == 1)
                begin
                   d = start1;
                end
                else 
                begin
                   d = start0;
                end
       start1:
               if (mode == 1)
               begin
                  d = start2;
               end
               else
               begin
                  d = start2;
               end
        start2: 
               if ( mode == 1)
               begin
                  d = finish;
               end
               else
               begin
                  d = finish;
               end
       finish:
               if (mode ==1 )
               begin
               d = start0;
               end
               else
               begin
                  d = start0;
               end
       default: begin
               d = 2'bxx;
               end
endcase
end
endmodule
module ogsc
(
  input start, mode, 
  input [1:0] q,
  output reg e, m, s0, s1, s2, done
);
parameter start0 = 2'b00,
          start1 = 2'b01,
          start2 = 2'b10,
          finish = 2'b11;
always@(*)
begin
    casex(q)
        start0:  
                if(start == 0)
                begin
                   e = 0;
                   s0 = 1'bx;
                   done = 0;
                   m = 1'bx;
                   s1 = 1'bx;
                   s2 = 1'bx;
                end
                else 
                begin
                   e = 1;
                   done = 0;
                   s0 = 0;
                   s1 = 1'bx;
                   s2 = 1'bx;
                   m = 1'bx;
                end
       start1:
               if (mode == 1)
               begin
                  e = 1;
                  m = 1;
                  s0 = 1;
                  s1 = 0;
                  s2 = 1'bx;
                 done = 0;
end
               else
               begin
                  e = 1;
                  m = 0;
                  s0 = 1;
                  s1 = 0;
                  s2 = 1'bx;
                 done = 0;
               end
        start2: 
             if ( mode == 1)
               begin
                  e =1;
                  m = 0;
                  s0 = 1;
                  s1 = 1;
                  s2 = 0;
                  done = 0;
end
               else
               begin
                  e = 1;
                  m = 1;
                  s0 = 1;
                  s1 = 1;
                  s2 = 0;
                  done = 0;
               end
       finish:
               if ( mode == 1)
               begin
                  e = 1;
                  s0 = 1;
                  s1 = 1;
                  s2 = 1;
                 done = 1;
                 m = 1;
               end
               else
               begin
                  e = 1;
                  m = 1;
                  s0 = 1;
                  s1 = 1;
                  s2 = 1;
                  done = 1;
end
      default: begin
                  e = 1'b0;
                  m = 1'bx;
                  s0 = 1'bx;
                  s1 = 1'bx;
                  s2 = 1'bx;
                  done = 1'b0;
end
   endcase
end 
endmodule
module ffsc
(
    input d, reset, clk,
    output reg q
);
    always @(posedge clk, posedge reset)
    begin
        if (reset == 1) 
            q <= 0;
        else 
            q <= d;
        end
endmodule
module controler
(
  input reset, clk, start, mode,
  output e, m, s0, s1, s2, done
);
wire [1:0] q, d;
nsgsc nsg1(start, mode, q, d);
ffsc ff1(d[1], reset, clk, q[1]);
ffsc ff2(d[0],clk, reset, q[0]);
ogsc og1 (start, mode, q, e, m, s0, s1, s2, done);
endmodule
```
**flow/run.sh**
```bash
#!/bin/bash
# OpenROAD 26Q1-2900-gdf79404cd8, Yosys 0.63+post, stock flow scripts
make -C /OpenROAD-flow-scripts/flow DESIGN_CONFIG=/design/flow/config.mk WORK_HOME=/design/flow/orfs finish
```
==> impl_metrics.csv <==
group,metric,value,unit
status,status,"finished, violations left",
status,violations,"negative setup slack",
pwr,irDropWorstVdd,0.0003900,V
timing,final_max_slew_viol_count,0,
placement,finalWeightedCongestion,0.7233,
yosys,netlist-cell-type-count,8,
floorplan,die.size.x,80,um
setup_path,worst-r2r-cell-count,5,
yosys,syn_avg_cell_area,9.936,um^2
setup_path,critical_path.max_fanout,3,
routing,wire_length_per_cell,7.151,um
floorplan,placementRows,21,
routing,dr.first_iter.drc_count,5,
routing,routed_wirelength,615,um
timing,final.setup.worst_slack,-0.1575,ns
yosys,yosys.area.top_type_share,29.63,%
grt,antenna_found_initial,0,
yosys,ys_cells,17,
setup_path,timing_worst_setup_path_type,"reg2out",
setup_path,reg2reg_slack,0.14,ns
finish,final_layout_size_suffix_gt1_share,70.00,%
timing,setup_repair_after_global_routing_missed_its_margin,"yes",
timing,finalSetupViolations,3,
job,drv.max_cap_violation_count,0,
yosys,synth.ff_latch_count,2,
yosys,ys_chip_area,168.9,um^2
floorplan,initCoreUtil,4.945,%
grt,number_of_global_route_vias_before_repair,251,
placement,dpl.cell_count,73,
pwr,total_leakage_power,0.2057,nW
cts,clock_tree_from_tritoncts,"built",
floorplan,die_height,80,um
setup_path,critical_path.max_stage_delay,0.43,ns
floorplan,floorplan.io_pins,10,
timing,finalHoldViolations,0,
setup_path,worst_setup_path_end_kind,"primary output",
routing,detail-route-antenna-nets,0,
yosys,post_synth_main_area_contributors,"sky130_fd_sc_hd__dfrtp_1 (30%), sky130_fd_sc_hd__ha_1 (30%), sky130_fd_sc_hd__inv_1 (11%)",
timing,fin_worst_skew,0,ns
yosys,synthesis.area,168.9,um^2
timing,fin_tns_setup,-0.3239,ns
cts,clk_pin_slew_worst_paths,0.03,ns
yosys,ys_seq_share,29.63,%
job,warning_total_across_the_stage_logs,33,
hold_path,min-delay-path-class,"clk2async",
setup_path,critPathBufInv,2,
timing,max_slew_margin,87.58,%
setup_path,regToRegStartpoint,"ff2.q",
finish,finalNonFillerCells,86,
routing,vias,199,
yosys,synthesis.instances,17,
floorplan,floorplan.core_area,3416,um^2
routing,drcViolationCount,0,
pwr,cellPowerDensity,2348,nW/um^2
grt,global_route.usage.total,2.244,%
routing,detail_route.first_pass.iterations,2,
grt,grt_overflow,0,
setup_path,timing.rr.end,"ff2.q",
setup_path,crit_chain,"buf_6, ha_4, or2_1, buf_2",
grt,grt_pass1_wl,945,um
timing,tightestPinTransition,0.1862,ns
setup_path,worst_setup_path_start_kind,"flop",
setup_path,critical_path_arrival,1.28,ns
finish,area_delta_synth_final,165.9,%
routing,viasPerCell,2.314,
floorplan,die-area,6400,um^2
finish,layout_top_cells_excl_fill_tap,"sky130_fd_sc_hd__clkbuf_4 (6), sky130_fd_sc_hd__buf_6 (6)",
routing,antenna-diode-count,0,
timing,tightest_hold_margin,0.4504,ns
grt,grt_start_max_net_pins,4,
yosys,ys.warnings.count,3,
setup_path,critical_path.slowest_cell,"sky130_fd_sc_hd__dfrtp_1",
setup_path,cpLargestDelayFamily,"flip-flops",
yosys,post-synth-top-area-cell,"sky130_fd_sc_hd__dfrtp_1",
cts,postCtsHoldBufs,0,
placement,placement.io_buffers,8,
setup_path,required,1.12,ns
[cells by family (layout without fill, tap and decap cells)]
kind of cell / Yosys count / after routing / share of synthesized area (%)
simple gates: 3 / 3 / 11.11
mux: 1 / 1 / 8.886
xor+xnor: 1 / 1 / 5.186
buf+inv: 6 / 29 / 15.56
flops: 2 / 2 / 29.63
fa+ha+maj: 4 / 4 / 29.63
[sequential cells by signal, summed over array words and instances (netlist names)]
name	flops
ff1.q	1
ff2.q	1
[worst max-delay path by stage]
stage,from,endpoint,depth (start not counted)
final,ff1.q,s1,4
after CTS,ff2.q,s2,4
after global routing,ff2.q,s1,5
[where the power goes]
part	internal (W)	leakage, nW	total [W]	switching, W
combinational	0.000410	0.141	0.000607	0.000197
clock	0.000222	0.0406	0.000337	0.000115
sequential	0.0000754	0.0240	0.000110	0.0000350
[metrics by stage]
step	util, %	area [um^2]	setup slack, ns	power, W
5_1_grt	13.15	449.2	-0.2045	0.001175
4_1_cts	13.11	447.9	-0.1525	0.001058
6_report	13.15	449.2	-0.1575	0.001055
3_3_place_gp	9.414	321.6	-0.2259	0.0005387
3_5_place_dp	9.414	321.6	-0.2421	0.0005531
2_1_floorplan	-	168.9	0.3241	0.0002891
[area by class of cell]
| cell class | instances | area, um^2 |
|---|---|---|
| clock buffers | 8 | 52.55 |
| well taps | 46 | 57.56 |
| repair buffers | 16 | 132.6 |
| clock inverters | 2 | 7.507 |
| inverters | 3 | 11.26 |
| flip-flops and latches | 2 | 50.05 |
| fillers | 389 | 2967 |
| multi-input cells | 9 | 137.6 |
[what timing repair did]
item                                    4_1_cts  5_1_grt
endpoints found under the setup margin        6        6
gates resized                                27        7
gates cloned                                  0        0
pin swaps                                     4        3
buffers inserted                              5        0
[metal layers]
metal / track usage, % / vias to the layer above / routed length [um]
met2: 1.926 / 20 / 175
li1: - / 94 / -
met5: 0 / - / 0
met4: 2.113 / 0 / 29
met1: 1.194 / 79 / 215
met3: 4.886 / 6 / 194
[cells in the mapped netlist (all sizes together)]
cell type / number
inv: 5
ha: 4
dfrtp: 2
nand2b: 2
buf: 1
mux2: 1
or2: 1
xnor2: 1
[worst reg2reg max path: stages, from the launching register on]
cell and delay [ns]:
sky130_fd_sc_hd__dfrtp_1 0.36, sky130_fd_sc_hd__inv_2 0.06, sky130_fd_sc_hd__buf_6 0.12, sky130_fd_sc_hd__buf_4 0.12, sky130_fd_sc_hd__ha_1 0.18, sky130_fd_sc_hd__mux2_4 0.30
Power is estimated from default activity; no workload was simulated.
